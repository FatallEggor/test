[./run.sh]
#!/bin/bash
# OpenROAD 26Q1-2900-gdf79404cd8, Yosys 0.63+post, stock flow scripts
make -C /OpenROAD-flow-scripts/flow DESIGN_CONFIG=/design/flow/config.mk WORK_HOME=/design/flow/orfs finish
[./config.mk]
export PLATFORM = sky130hd
export DESIGN_NAME = alu
export DESIGN_NICKNAME = alu
export VERILOG_FILES = /design/flow/design.v
export SDC_FILE = /design/flow/constraint.sdc
export NUM_CORES = 4
export LEC_CHECK = 1
export CORE_UTILIZATION = 50
[./constraint.sdc]
current_design alu

set clk_period 19.6
set clk_io_pct 0.2

create_clock -name clk0 -period $clk_period

set non_clock_inputs [all_inputs -no_clocks]
set_input_delay [expr $clk_period * $clk_io_pct] -clock clk0 $non_clock_inputs
set_output_delay [expr $clk_period * $clk_io_pct] -clock clk0 [all_outputs]
[./design.v]
`timescale 1ns / 1ps
module alu(
    input wire [3:0] mode,
    input wire [31:0] A,
    input wire [31:0] B,
    output reg [31:0] C
    );
localparam  
	 N = 8,
	 nulls = 4'b0000,
	 ones = 4'b0001,
	 no_f = 4'b0010,
	 not_f = 4'b0011,
	 xor_f = 4'b0100,
	 xnor_f = 4'b0101,
	 incr_f = 4'b1000,
	 decr_f = 4'b1001,
	 compl_f = 4'b1010,
	 add_f = 4'b1011,
	 subtr_f = 4'b1100;
	 always @ *
	 begin
		case(mode)
		nulls:
			C = {N{1'b0}};
		ones:
			C = {N{1'b1}};
		not_f:
			C = ~A;
		xor_f:
			C = A ^ B;
		xnor_f:
			C = ~(A ^ B);
		incr_f:
			C = A + 1;
		decr_f:
			C = A - 1;
		compl_f:
			C = -A;
		subtr_f:
			C = A - B;
		add_f:
			C = A + B;
		default:
			C = A;
		endcase
	 end
endmodule
==> impl_metrics.ini <==
; generated from flow reports
[floorplan]
num_io_pins = 100
core_ar_um2 = 9330
dieArea_um2 = 10200
die_h_um = 101
floorplan.rows = 35
initial_utilization_pct = 52.3
fp.dieW_um = 101

[placed_design]
numPortBuffers = 100
placed_cells_incl_taps = 979
gp_routability_congestion = 1.10
detailedPlacementHpwl_um = 13600

[timing]
fin_crit_ns = 13.58
max_slew_margin_pct = 44.6
fmaxAchievable_mhz = 73.6
grt_setup_unrepaired = no
setup_viol = 0
final-hold-violation-count = 0
min_period_over_period_pct = 69.3
totalNegativeSetupSlack_ns = 0
timing_worst_slew_pin_value_ns = 0.829
maxSlewViolCount = 0

[yosys]
mux_area_share_pct = 0.615
synth-warning-count = 1
synth-adder-area-share_pct = 8.87
ys_seq_share_pct = 0
synth_cell_types = 59
yosysCellCount = 801
netlist_logic_family_top = AND-OR/OR-AND gates
largest_area_cell = a21oi_1
post_synth_instance_area_um2 = 4880
synth_simple_gate_area_share_pct = 27.4
synth_top_area_share_pct = 11.3
synth-area-yosys_um2 = 4880
gate_count_after_technology_mapping = 801
synth.cellmix.compoundShare_pct = 43.0
area_leaders = a21oi_1, xnor2_1, o21ai_0
syn_area_per_cell_um2 = 6.09
ys_sh_xor_pct = 13.6

[final_layout]
synthesis_to_finish_area_growth_pct = 21.1
design.seq.count = 0
final_layout_size_suffix_gt1_share_pct = 3.65
clockBufferCount = 0
final_layout_top_logic_cell = a21oi_1
seq_area_um2 = 0
top_cells_excl_fill_tap = a21oi_1, clkdlybuf4s50_1, o21ai_0, nand2_1, nor2_1
fin_cells = 979
fillcell_total = 879

[detailed_routing]
route.antenna.remaining_nets = 0
antenna_cells = 0
drc = 0
detail_route.wirelength_um = 18100
drtIter0Drc = 509
post_drt_wl_per_cell_um = 18.5
post_drt_via_cell_ratio = 6.48
detailroute.via_count = 6346
first_pass_iters = 5

[power]
standby_leakage_power_nw = 2.21
power.ir.vdd_worst_mv = 0.0132
powerDensity_nw_per_um2 = 28.1

[worst_setup_path]
timing_worst_setup_path_type = input port to output port
critPathMaxFanout = 7
setup.worst_path.start_class = input port
worst_ep_required_time_ns = 15.68
worst_ep_arrival_time_ns = 9.66
setup.worst_path.end_class = output port

[flow_run]
warnings = 33
max_cap_viol_count = 0

[outcome]
status = completed

[grt]
antenna_violations_before_repair = 0
grt_max_degree = 49
grt_usage_pct = 36.1
grt_pass1_vias = 5538
grt_pass1_wl_um = 28600
global_route.overflow_total = 0

[clocking]
cts_setup_buffers = 0
cts_hold_repair.buffers = 0
cts.repair.resized = 0

[min_path]
holdCritPathClass = input port to output port
-- metrics by stage --
step | power (mW) | utilization (%) | instance area (µm²) | hold WS (ns) | setup WS, ns
6_report | 0.166 | 63.4 | 5910 | 8.93 | 6.02
5_1_grt | 0.183 | 63.4 | 5910 | 8.98 | 5.62
4_1_cts | 0.164 | 63.4 | 5910 | 8.93 | 6.06
3_5_place_dp | 0.162 | 63.4 | 5910 | 8.93 | 6.08
3_3_place_gp | 0.162 | 63.4 | 5910 | 8.92 | 6.12
2_1_floorplan | 0.0989 | - | 4880 | 7.87 | 7.65
-- logic make-up (layout without fill, tap and decap cells) --
group           after synthesis  count (layout)
mux                           3               3
xor+xnor                     74              74
simple gates                274             274
buf+inv                      85             134
fa+ha+maj                    34              34
compound gates              331             331
-- final timing paths --
check / start / endpoint / slack (ns) / cells past startpoint
max: B[2] / C[31] / 6.02 / 21
min: A[0] / C[0] / 8.93 / 3
-- area by class of cell --
class | count | area [µm²] | share of cell area (%)
inverter | 18 | 67.6 | 1.14
multi-input combinational | 716 | 4560 | 77.2
timing repair buffer | 116 | 1120 | 19.0
tap | 129 | 161 | 2.73
-- critical path, cell delays in order --
cell,delay [ns]
clkdlybuf4s50_1,0.49
or3_4,0.44
or3_4,0.37
or3_4,0.35
or3_4,0.34
or3_4,0.37
nor3_4,0.15
nand3_1,0.09
and3_1,0.21
o21ai_1,0.14
ha_1,0.35
nand4_1,0.17
nor2_1,0.07
a32o_1,0.25
a31o_2,0.22
o21ai_0,0.38
o221ai_1,0.23
a211o_1,0.31
xnor3_1,0.17
a21oi_1,0.16
clkdlybuf4s50_1,0.47
-- synth_stat cells (all sizes together), types with 18 or more instances --
library cell / count
a21oi: 110
clkbuf: 61
ha: 33
inv: 18
nand2: 74
nand3: 25
nor2: 69
nor3: 31
o21ai: 86
or3: 22
xnor2: 53
xor2: 20
-- where the power goes --
group          total, mW  internal, mW  switching [mW]
Clock                  0             0               0
Combinational      0.166        0.0795          0.0863
Sequential             0             0               0
-- layer usage --
metal  share of wire [%]  vias to the layer above  track usage (%)
li1                    -                     3100                -
met1                  43                     2846             52.2
met2                  42                      346             54.6
met3                  11                       54             4.72
met4                 4.1                        0             13.5
met5                   0                        -                0
Power figures rest on the tool's default switching activity, not on a simulated workload.
