===== run.sh =====
#!/bin/bash
# OpenROAD 26Q1-2900-gdf79404cd8, Yosys 0.63+post, stock flow scripts
make -C /OpenROAD-flow-scripts/flow DESIGN_CONFIG=/design/flow/config.mk WORK_HOME=/design/flow/orfs finish

===== config.mk =====
export PLATFORM = sky130hd
export DESIGN_NAME = db_fsm
export DESIGN_NICKNAME = db_fsm
export VERILOG_FILES = /design/flow/design.v
export SDC_FILE = /design/flow/constraint.sdc
export NUM_CORES = 4
export LEC_CHECK = 1
export CORE_AREA = 10 10 70 70
export DIE_AREA = 0 0 80 80

===== constraint.sdc =====
current_design db_fsm

set clk_period 2.6
set clk_io_pct 0.2

create_clock -name clk0 -period $clk_period [get_ports {clk}]

set non_clock_inputs [all_inputs -no_clocks]
set_input_delay [expr $clk_period * $clk_io_pct] -clock clk0 $non_clock_inputs
set_output_delay [expr $clk_period * $clk_io_pct] -clock clk0 [all_outputs]

===== design.v =====
module db_fsm
(	
	input wire clk,
	input wire sw, 
	output reg db
);
localparam [2:0]  
	zero = 3'b000,
	wait1_1 = 3'b001,
	wait1_2 = 3'b010,
	wait1_3 = 3'b011,
	one = 3'b100,
	wait0_1 = 3'b101,
	wait0_2 = 3'b110,
	wait0_3 = 3'b111;
localparam N = 2;  
reg [N-1 : 0] q_reg = 0;
wire [N-1 : 0] q_next;
wire m_tick;
reg [2 : 0] state_reg, state_next;
always @(posedge clk)
	q_reg <= q_next;
assign q_next = q_reg + 1;
assign m_tick = (q_reg == 0) ? 1'b1 : 1'b0;
always @(posedge clk) 
		state_reg <= state_next;
always @*
begin
	state_next = state_reg;
		db = 1'b0;
		case (state_reg)
			zero : 
				if (sw)
					state_next = wait1_1;
			wait1_1 :
				if(~sw)
					state_next = zero;
				else
					if (m_tick)
						state_next = wait1_2;
			wait1_2 :
				if (~sw)
					state_next = zero;
				else
					if (m_tick)
						state_next = wait1_3;
			wait1_3 : 
				if (~sw)
					state_next = zero;
				else
					if (m_tick)
						state_next = one;
			one : 
				begin
					db = 1'b1;
					if (~sw)
						state_next = wait0_1;
				end
			wait0_1 :
				begin
					db = 1'b1;
					if(sw)
						state_next = one;
					else
						if (m_tick)
							state_next = wait0_2;
				end
			wait0_2 :
				begin
					db = 1'b1;
					if(sw)
						state_next = one;
					else
						if (m_tick)
							state_next = wait0_3;
				end
			wait0_3 :
				begin
					db = 1'b1;
					if (sw)
						state_next = one;
					else 
						if (m_tick)
							state_next = zero;
				end
			default : 
				state_next = zero;
		endcase
	end
endmodule

==> git commit body <==
Update PnR metrics after Yosys + OpenROAD run

- The routed design shows a wire length per standard cell of 4.913 um.
- Largest net degree at the start of global routing: 6
- Yosys Chip Area: roughly 230 sq um
- The number of antenna violations at the first check in global routing came to 0.
* Peak supply drop: 181.5 uV
- The final weighted congestion recorded by global placement is 0.6061.
- Comb area: about 84 sq um
- Worst reg-to-reg setup slack: 1.15 ns
- Gate count of the mapped netlist: 18
- Number of global-route vias before repair: 131
- The global routing report lists combined usage of all routing layers as 0.01233.
- The routed design shows a via density per instance of 2.000.
- Per the OpenROAD floorplan log, the width of the die is 80 um.
* Total tool warning count: 25
* Final Cycle Share: 0.6629
- Number of buffers inserted by hold repair at cts: 0
- Clock-pin slew was measured on the worst setup and hold paths at approximately 0.04 ns.
- In the per-layer breakdown of the detailed-route log, met1 shows 137 um.
* I/O pin cnt: 3
- Cell Type Count: 12
* Core Util at FP: 0.06593
- Resize count post-CTS: 0
* Filler cell count in the final layout: roughly 400
- Clock latency on the worst-skew pair: ~0.25 ns
- Origin of the worst min-delay path: q_reg[0]$_DFF_P_
- Setup violation total in the final timing report: 0
- Final routed DRC violation total: 0
* Post-synthesis average cell area: 12.51 sq um
- Share of the yosys chip area belonging to registers: 0.5778
* Area added between synthesis and finish: 44.44%
* Max layer used: met3
- Pins over their slew limit in the final report were tallied at 0.
- After floorplanning, the core was divided into 21 placement rows.
- The critical path maximum fanout is 3.
- Number of cells in the yosys synthesis report: 18
- STA classifies the critical path startpoint as a primary input.
- Root buffer cell: sky130_fd_sc_hd__clkbuf_4
* Total power per unit cell area: 1122 mW/mm^2
- TritonCTS buffer count: 3
- The first global-routing pass estimated 538 um of wire.
- Warnings reported by Yosys during synthesis add up to 1.
* Number of stages on the worst hold path: 1
- Max-cap violations: 0
* Wirelength, routed: between 300 and 400 um
- Final count of hold timing violations: 0
- During placement, the flow inserted port buffers numbering 2.
* Met2 wire length: 108 um
- Looking at the setup timing report, the critical path kind is in2reg.
* Die Y: 80 um
- In this run the post-CTS setup repair buffer count came out at 0.
* Final critical path time including I/O delays and setup: 1.723 ns
- The script extracted a total leakage power of 0.1100 nW.
- In the log, the iteration count for the first detailed-route pass is 1.
* R2R Path Start: state_reg[2]$_DFFE_PP_
- Clock sinks: 5
* Worst Hold Path EP: q_reg[0]$_DFF_P_
- Max reg flops: 3
* Total congestion overflow after global routing: 0
- The layout summary lists the proportion of cells stronger than drive strength 1 as 0.2609.
* FF-to-FF End: state_reg[0]$_DFFE_PP_
- TritonCTS built the clock tree.
- After the first detailed-routing iteration, the DRC count stood at 0.
- Setup repair after global routing left no endpoint under its margin.
- Summed over all nets, the half-perimeter wirelength after detailed placement is around 250 um.
- Final worst clock skew: between 0.003 and 0.004 ns
- Via count: roughly 140
- R2R cell count: 2
- For the pin with the worst max-slew slack, the measured transition is around 0.35 ns.
* Register cell area after layout: between 100 and 150 sq um
- The flow reports an fmax of 580.2 MHz.
- Power, Total: 0.0003650 W
- 0 antenna diodes ended up in the layout.
- Data arrival at the endpoint of the critical path: 1.64 ns
* Ys flops: 5
- The final layout reports a setup TNS of 0 ns.
* Core Area: approximately 0.0034 sq mm
- Tightest Hold Check Type: reg2reg
- Antenna-violating nets left: 0
- Status: finished, final reports clean
- Looking at the clock tree report, the H-tree level count equals 1.
- Worst path required time: 2.52 ns
* Type of element capturing the critical path: flip-flop
* Metal3 WL: between 90 and 100 um
- Post-Synthesis Cell Area: 225.2 sq um
* Floorplan die area: 0.006400 sq mm
* Maximum number of buffers from clock root to sink: 2
- Worst slew slack as a fraction of its limit: 0.7662
[Yosys cell counts, drive strengths merged]
library cell,n,share of area
clkbuf,1,0.017
inv,2,0.033
ha,1,0.056
mux2i,1,0.044
xnor2,2,0.078
a21oi,1,0.022
mux2,1,0.067
dfxtp,2,0.18
o21ba,1,0.044
edfxtp,3,0.40
nor2,2,0.033
nand2,1,0.028
[layer usage]
layer  up-vias  global-route usage
met5         -                   0
met4         0            0.005282
met3         0             0.02273
met2         9             0.01284
met1        59            0.009434
li1         70                   -
[layout make-up]
class                           count  area share
Sequential cell                     5      0.4000
Timing Repair Buffer                2     0.06154
Multi-Input combinational cell     10      0.2577
Inverter                            2     0.02308
Tap cell                           46      0.1769
Clock buffer                        4     0.08077
[critical path: stages]
cell and delay [ns]:
sky130_fd_sc_hd__clkdlybuf4s50_1 0.44, sky130_fd_sc_hd__xnor2_1 0.32, sky130_fd_sc_hd__mux2i_1 0.36
[power breakdown]
part / switching (W) / internal [W] / total [W]
clock: 0.0000316 / 0.0000580 / 0.0000896
combinational: 0.0000427 / 0.0000685 / 0.000111
sequential: 0.0000327 / 0.000131 / 0.000164
total: 0.000107 / 0.000258 / 0.000365
[worst max-delay path by stage]
stage	start	end	slack, ns	cells past startpoint
4_1_cts	sw	state_reg[0]$_DFFE_PP_	0.88	3
5_1_grt	sw	state_reg[2]$_DFFE_PP_	0.79	3
6_report	sw	state_reg[0]$_DFFE_PP_	0.88	3
[per-stage QoR]
| stage | instance area [sq um] | cells | worst slack, ns | hold slack [ns] | utilization |
|---|---|---|---|---|---|
| floorplan | 225.2 | 18 | 1.209 | 0.3614 | - |
| global placement | 299.0 | 65 | 0.6937 | 0.3698 | 0.08755 |
| detailed placement | 299.0 | 65 | 0.6250 | 0.3739 | 0.08755 |
| CTS | 325.3 | 69 | 0.8791 | 0.3831 | 0.09524 |
| global route | 325.3 | 69 | 0.7893 | 0.4075 | 0.09524 |
| finish | 325.3 | 69 | 0.8766 | 0.3802 | 0.09524 |
[cells in the final DEF (no fill, tap or decap), drive strengths merged, types with 2 or more instances in the layout]
cell / instances
dfxtp: 2
clkdlybuf4s50: 2
inv: 2
xnor2: 2
clkbuf: 4
edfxtp: 3
nor2: 2
[kinds of logic after synthesis]
group / synth area share
AND-OR/OR-AND: 0.06665
XOR/XNOR: 0.07779
adder cells (fa/ha/maj): 0.05555
buffers and inverters: 0.05000
flip-flops: 0.5778
multiplexers: 0.1111
AND/OR/NAND/NOR: 0.06114
Power is estimated from default activity; no workload was simulated.
